### /design/flow/run.sh
#!/bin/bash
# OpenROAD 26Q1-2900-gdf79404cd8, Yosys 0.63+post, stock flow scripts
make -C /OpenROAD-flow-scripts/flow DESIGN_CONFIG=/design/flow/config.mk WORK_HOME=/design/flow/orfs finish
### /design/flow/config.mk
export PLATFORM = sky130hd
export DESIGN_NAME = uart_rx_with_baud_rate
export DESIGN_NICKNAME = uart_rx_with_baud_rate
export VERILOG_FILES = /design/flow/design.v
export SDC_FILE = /design/flow/constraint.sdc
export NUM_CORES = 4
export LEC_CHECK = 1
export CORE_AREA = 10 10 107 107
export DIE_AREA = 0 0 117 117
### /design/flow/constraint.sdc
current_design uart_rx_with_baud_rate

set clk_period 3.2
set clk_io_pct 0.2

create_clock -name clk0 -period $clk_period [get_ports {clk}]

set non_clock_inputs [all_inputs -no_clocks]
set_input_delay [expr $clk_period * $clk_io_pct] -clock clk0 $non_clock_inputs
set_output_delay [expr $clk_period * $clk_io_pct] -clock clk0 [all_outputs]
### /design/flow/design.v
module baud_rate_generator #(parameter width=10)(   
input rst_n,
input clk,
input enable,
input [width-1:0]final_value,
output done 
); 
reg [width-1:0]counter;
assign done=(counter==final_value);
always@(posedge clk,negedge rst_n)
begin
  if(!rst_n)
    counter<=0;
  else if(enable)
    counter<=done?0:(counter+1);
    else
      counter<=0;
end
endmodule
module uart_rx #(parameter SB_TICK = 16,DBIT=8)(
input clk,rst_n,
input rx,
input s_tick,
output reg rx_done_tick,
output [DBIT-1:0]rx_dout
);
reg [2:0]current_state,next_state;
reg [3:0]s_reg,s_next;
reg [$clog2(DBIT)-1:0]n_reg,n_next;
reg [DBIT-1:0]b_reg,b_next;
localparam IDLE=0,
           START=1,
           DATA=2,
           PARITY=3,
           STOP=4;
always@(posedge clk,negedge rst_n)
begin
  if(!rst_n) begin
     current_state<=IDLE;
     s_reg<=0;
     n_reg<=0;
     b_reg<=0;
   end
  else begin
    current_state<=next_state;
    s_reg<=s_next;  
    n_reg<=n_next;  
    b_reg<=b_next;
  end
end
always@(*)
begin
            rx_done_tick=0;
            s_next=0;
            n_next=0;
            b_next=0;
            next_state=START;  
  case(current_state)
IDLE:begin
       if(!rx) begin
            s_next=0;
            n_next=0;
            b_next=0;
            next_state=START;
            end
      else
            next_state=IDLE;
end
START:begin
      if(s_tick)begin
           if(s_reg==7)begin
               s_next=0;
               next_state=DATA;
               end
             else begin
               next_state=START;
               s_next=s_reg+1;
             end
               end
      else 
         next_state=START;
end
DATA:begin
       if(s_tick)begin
           if(s_reg==15)begin
                s_next=0;
                b_next={rx,b_reg[DBIT-1:1]};
                    if(n_reg==DBIT-1)
                         next_state=PARITY;
                    else begin
                         n_next=n_reg+1; 
                         next_state=DATA;
                          end
                          end
            else begin
                  s_next=s_reg+1;
                  next_state=DATA;
                  end
                  end
     else
        next_state=DATA;
end
PARITY:begin
      if(s_tick) begin
           if(s_reg==15) begin
               next_state=STOP; 
               s_next=0;
               end
           else begin
              s_next=s_reg+1;
              next_state=PARITY;
              end
              end
      else
        next_state=PARITY;
end
STOP:begin
      if(s_tick) begin
           if(s_reg==SB_TICK-1) begin
               rx_done_tick=1;
               next_state=IDLE; 
               end
           else begin
              s_next=s_reg+1;
              next_state=STOP;
              end
              end
      else
        next_state=STOP;
end
default:next_state=IDLE;
  endcase
end
assign rx_dout=b_reg;
endmodule
module uart_rx_with_baud_rate #(parameter width=10,DBIT=8)(
input clk,rst_n,
input [width-1:0]final_value,
input rx,
input enablee,
output rx_done_tick,
output [DBIT-1:0]rx_dout
);
 wire s_tick_done;
 baud_rate_generator uut0(
.rst_n(rst_n),                 
.clk(clk),                   
.enable(enablee),                
.final_value(final_value),
.done(s_tick_done)                  
);
 uart_rx uut1(
.clk(clk),
.rst_n(rst_n),         
.rx(rx),                
.s_tick(s_tick_done),            
.rx_done_tick(rx_done_tick), 
.rx_dout(rx_dout)
);
endmodule
==> impl_summary.log <==
[flow] collecting metrics
INFO  metric status = completed
INFO  metric ir_drop = 0.161 mV
INFO  metric grt_pass1_vias = 1070
INFO  metric io-pin-count = 23
INFO  metric cts_hold_buf = 0
INFO  metric met2_usage_in_global_routing = under 10%
INFO  metric placeable_area = around 0.0092 mm2
INFO  metric critical_path.max_stage_delay = 0.47 ns
INFO  metric final-hold-violation-count = 0
INFO  metric detail_route.antenna_diodes = 0
INFO  metric cts.sinks = 30
INFO  metric use_met3 = 2.32%
INFO  metric worst_setup_path_start_kind = input port
INFO  metric cts.path.max_buffers = 2
INFO  metric place_area = roughly 0.0018 mm2
INFO  metric cts_setup_buffers = 0
INFO  metric stdcell_area = ~0.0019 mm2
INFO  metric topCombFamilyByArea = simple AND/OR/NAND/NOR gates
INFO  metric grt_remaining_overflow = 0
INFO  metric synthTopCellsByArea = dfrtp_1, xnor2_1, nor3_2
INFO  metric synth.cell_area = 0.00146 mm2
INFO  metric io_buffer_count = 22
INFO  metric route.vias.total = approximately 1100
INFO  metric die_h = ~120 um
INFO  metric unrepaired_setup_endpoints_after_global_routing = no
INFO  metric netlist-cell-type-count = 28
INFO  metric synth_stat.cells = between 100 and 150
INFO  metric viasPerCell = about 3.8
INFO  metric grt_usage = under 10%
INFO  metric timing.final.max_slew_violations = 0
INFO  metric postRouteAntennaNets = 0
INFO  metric edf_count = 0
INFO  metric synthAdderAreaFrac = under 10%
INFO  metric worst_ep_arrival_time = between 2 and 2.5 ns
INFO  metric grt_use_met1 = 7.33%
INFO  metric synth_sequential_area_ratio = between 50% and 60%
INFO  metric post_route_cells_drive_above_1_share = 17.4%
INFO  metric worst_slew_pin_slew = 0.681 ns
INFO  metric cp-end-kind = primary output
INFO  metric n_fill_cell = just under 1000
INFO  metric clk_latency = 0.28 ns
INFO  metric avgSynthCellArea = 10.8 um2
INFO  metric antenna_found_initial = 0
INFO  metric grt_start_max_net_pins = 31
INFO  metric crit_path_top_delay_cell = clkdlybuf4s50_1
INFO  metric die_width = roughly 120 um
INFO  metric cts_resized = 0
INFO  metric core_util_floorplan = 15.9%
INFO  metric yosysWarnings = 2
INFO  metric gp_congestion = about 0.8
INFO  metric yosys.area_share.simple = between 20% and 30%
INFO  metric power_per_cell_area = about 390 mW/mm2
INFO  metric critical_path_peak_fanout = 2
INFO  metric timing.critical_path.cells = clkdlybuf4s50_1 > xnor2_1 > nand4_2 > or3_4 > nor2_2 > clkdlybuf4s50_1
INFO  metric floorplan.die_area = between 0.01 and 0.015 mm2
INFO  metric grt_first_pass_wirelength = 5430 um
INFO  metric setup_viol_count_final = 0
INFO  metric flop_cell = dfrtp_1
INFO  metric area_delta_synth_final = 31.6%
INFO  metric synth.area.mux_share = 1.45%
INFO  metric clock_root_buffer = clkbuf_8
INFO  metric timing.hold.worst.class = flip-flop to flip-flop
INFO  metric avgRoutedWirePerCell = ~11 um
INFO  metric finalWorstPathRequiredPeriod = just over 3 ns
INFO  metric clock_skew = around 0.0045 ns
INFO  metric wl = between 3000 and 4000 um
INFO  metric synth.ff_latch_count = 30
INFO  metric cts.reportedPaths.clkPinSlew = roughly 0.06 ns
INFO  metric yosys_area = ~0.0015 mm2
INFO  metric netlist.area_leader.share = between 40% and 50%
INFO  metric type_of_the_setup_path_with_the_least_slack = input port to primary output
INFO  metric cts_max_level = 2
INFO  metric drt_pre_antenna_iters = 4
INFO  metric max_freq = 324 MHz
INFO  metric synth_xor_xnor_area_share = roughly an eighth
INFO  metric number_of_flip_flops_under_the_largest_register_name = 10
INFO  metric synthAoiAreaFrac = roughly 3.8%
INFO  metric drcViolationCount = 0
INFO  metric setup_tns = 0 ns
INFO  metric yosys.area.top_type = dfrtp_1
INFO  metric static-leakage-power = between 0.7 and 0.8 nW
INFO  metric async_set_or_reset_flop_fraction_in_the_synthesized_netlist = 100%
INFO  metric layout.cells.most_common_list = dfrtp_1, clkdlybuf4s50_1, xnor2_1, nand2_1, nor2_1
INFO  metric cts_made_buffers = 5
INFO  metric maxCapViolCount = 0
INFO  metric post_synth_inst_count = between 100 and 150
INFO  metric period_utilisation_layout = 96.3%
INFO  metric critical_path_required = about 2.6 ns
INFO  metric mostFrequentLayoutCell = dfrtp_1
INFO  metric cpMostUsedCell = clkdlybuf4s50_1
INFO  metric max-slew-margin-rel = a little over half
INFO  metric detailedPlacementHpwl = 2220 um
INFO  metric drtIter0Drc = about 75
INFO  metric std_cell_rows = 35
INFO  metric tritoncts = done
INFO  metric log.warning_count = 25
INFO  metric globalRoute.busiestLayer = met1
-- power by group --
part	total (mW)	internal [mW]	switching, mW
sequential	0.388	0.383	0.00512
clock	0.312	0.173	0.139
combinational	0.0514	0.0281	0.0233
-- critical path: cells and delay by family --
kind	cells	cell delay, ns
AND/OR/NAND/NOR	3	0.71
buffers and inverters	2	0.89
XOR/XNOR	1	0.19
-- through the flow --
step | power [mW] | setup WS [ns] | hold slack (ns) | std cells | util (%)
2_1_floorplan | 0.415 | 0.858 | 0.344 | 136 | -
3_3_place_gp | 0.447 | 0.0433 | 0.470 | 270 | 19.9
3_5_place_dp | 0.447 | 0.0477 | 0.467 | 270 | 19.9
4_1_cts | 0.762 | 0.0228 | 0.476 | 278 | 20.8
5_1_grt | 0.789 | 0.0118 | 0.486 | 278 | 20.9
6_report | 0.752 | 0.117 | 0.473 | 278 | 20.9
-- area by class of cell --
cell class              instances  area (um2)  share of cell area, %
inverters                       5        18.8                  0.975
multi-input cells              96         658                   34.2
clock inverters                 1        5.00                  0.260
well taps                     111         139                   7.22
clock buffers                   7        86.3                   4.49
repair buffers                 28         265                   13.8
flip-flops and latches         30         752                   39.1
-- cell usage after synthesis (all sizes together) (2+ instances only) --
cell,number
nand3,6
ha,4
or3,2
nand4,5
nor3,14
o31ai,2
o41ai,2
xor2,3
inv,5
nor4,2
buf,3
and3,2
xnor2,17
nor2,15
nand2,15
clkbuf,2
dfrtp,29
o21ai,2
-- path summary, 6_finish.rpt --
| kind | slack, ns | start | end | depth (start not counted) |
|---|---|---|---|---|
| worst max register to register | 1.09 | uut0.counter[3] | uut1.current_state[1] | 5 |
| min in group asynchronous | 0.75 | rst_n | uut0.counter[5] | 2 |
| worst min-delay path | 0.47 | uut1.s_reg[0] | uut1.s_reg[0] | 1 |
| worst max-delay path | 0.12 | final_value[3] | rx_done_tick | 6 |
| worst min register to register | 0.47 | uut1.s_reg[0] | uut1.s_reg[0] | 1 |
| max in group asynchronous | 2.13 | rst_n | uut1.current_state[0] | 2 |
-- routing by layer --
metal	up-vias	share of wire, %
li1	524	-
met1	501	48
met2	31	40
met3	4	11
met4	0	0.91
met5	-	0
-- cell families (layout without fill, tap and decap cells) --
family / Yosys count / after routing
XOR/XNOR: 20 / 20
flip-flops: 30 / 30
AND/OR/NAND/NOR: 63 / 63
buffers and inverters: 10 / 41
multiplexers: 2 / 2
adder cells (fa/ha/maj): 4 / 4
AND-OR/OR-AND: 7 / 7
Power is estimated from default activity; no workload was simulated.

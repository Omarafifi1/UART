`design.v`:
```
module baud_rate_generator #(parameter width=10)(   
input rst_n,
input clk,
input enable,
input [width-1:0]final_value,
output done 
); 
reg [width-1:0]counter;
assign done=(counter==final_value);
always@(posedge clk,negedge rst_n)
begin
  if(!rst_n)
    counter<=0;
  else if(enable)
    counter<=done?0:(counter+1);
    else
      counter<=0;
end
endmodule
module uart_tx #(parameter SB_TICK = 16,DBIT=8)(
input clk,rst_n,
input s_tick,tx_start,   
input [DBIT-1:0]tx_din,
output reg tx_done_tick,   
output reg tx
);
reg [2:0]current_state,next_state;
reg [3:0]current_s,next_s;        
reg [$clog2(DBIT)-1:0] current_n,next_n;       
reg [DBIT-1:0]current_b,next_b;    
reg [DBIT-1:0]current_parity,next_parity;  
localparam IDLE=0,
           START=1,
           DATA=2,
           parity=3,
           STOP=4;
always@(posedge clk,negedge rst_n)
begin
  if(!rst_n) begin
    current_state<=IDLE;
    current_s<=0;
    current_n<=0;
    current_b<=0;
    current_parity<=0;
  end
  else begin
    current_state<=next_state;
    current_s<=next_s;
    current_n<=next_n;
    current_b<=next_b;
    current_parity<=next_parity;
  end
end
always@(*)
begin
case(current_state)
IDLE:begin
       if(tx_start) 
            next_state=START;
       else
            next_state=IDLE;
       end
START:begin
      if((s_tick==1) && (current_s==15))
            next_state=DATA;
      else
            next_state=START;
      end
DATA:begin
       if((s_tick==1) && (current_s==15) && (current_n==7))
              next_state=parity;
       else
              next_state=DATA;
       end
parity:begin
      if((s_tick==1) && (current_s==15)) 
          next_state=STOP; 
      else
          next_state=parity;
      end
STOP:begin
      if((s_tick==1) && (current_s==SB_TICK-1)) 
          next_state=IDLE; 
      else
          next_state=STOP;
      end
default:next_state=current_state;
endcase
end
always@(*)
begin
tx=0;
tx_done_tick=0;
  case(current_state)
IDLE:begin
  tx=1;
  tx_done_tick=0;
end
START:begin
  tx=0;
  tx_done_tick=0;
end
DATA:begin
  tx=current_b[0];
  tx_done_tick=0;
end
parity:begin
  tx_done_tick=0;
  if((^current_parity))    
  tx=1;   
  else
  tx=0;    
end
STOP:begin
  tx=1;
   if((s_tick==1) && (current_s==SB_TICK-1)) 
     tx_done_tick=1;
   else
     tx_done_tick=0;
 end
endcase
end
always@(*)
begin
  next_s=0;
  next_n=0;
  next_b=0;
  next_parity=0;
  case(current_state)
IDLE:begin
  next_s=0;
  next_n=0;
  next_b=0;
  next_parity=0;
end
START:begin
    if(s_tick)begin
          if((current_s==15)) begin
              next_s=0;
              next_b=tx_din;
              next_parity=tx_din;
              end
           else  
              next_s=current_s+1;
              end   
end
DATA:begin
      if(s_tick)begin
            if(current_s==15) begin
                next_s=0;
                next_b={1'b0,current_b[DBIT-1:1]};
                    if(current_n!=7)
                      next_n=current_n+1;
                      end
              else  
                next_s=current_s+1;
              end         
end
parity:begin
   if(s_tick)begin
        if((current_s==15)) begin
              next_s=0;
              end
        else  
           next_s=current_s+1;
        end         
end
STOP:begin
   if(s_tick)begin
        if((current_s==SB_TICK-1)) begin
              next_s=0;
              next_n=0;
              next_parity=0;
              end
        else  
           next_s=current_s+1;
        end         
end
default:begin
    next_s=current_s;
    next_n=current_n;
    next_b=current_b;
    next_parity=current_parity;
end
endcase
end
endmodule
module uart_tx_with_baud_rate_generator #(parameter width=10,DBIT=8)(
input clk,rst_n,
input [width-1:0]final_value,
input [DBIT-1:0]tx_din,
input tx_start,
input enablee,
output tx,
output tx_done_tick
);
wire s_tick_done;
uart_tx uut0 (
.clk(clk),
.rst_n(rst_n),
.s_tick(s_tick_done),
.tx_start(tx_start),
.tx_done_tick(tx_done_tick),
.tx_din(tx_din),        
.tx(tx) 
);
baud_rate_generator uut1 (
.rst_n(rst_n),                 
.clk(clk),                   
.enable(enablee),                
.final_value(final_value),
.done(s_tick_done)                
);
endmodule
```
`constraint.sdc`:
```
current_design uart_tx_with_baud_rate_generator

set clk_period 4.4
set clk_io_pct 0.2

create_clock -name clk0 -period $clk_period [get_ports {clk}]

set non_clock_inputs [all_inputs -no_clocks]
set_input_delay [expr $clk_period * $clk_io_pct] -clock clk0 $non_clock_inputs
set_output_delay [expr $clk_period * $clk_io_pct] -clock clk0 [all_outputs]
```
`config.mk`:
```
export PLATFORM = sky130hd
export DESIGN_NAME = uart_tx_with_baud_rate_generator
export DESIGN_NICKNAME = uart_tx_with_baud_rate_generator
export VERILOG_FILES = /design/flow/design.v
export SDC_FILE = /design/flow/constraint.sdc
export NUM_CORES = 4
export LEC_CHECK = 1
export CORE_UTILIZATION = 30
```
`run.sh`:
```
#!/bin/bash
# OpenROAD 26Q1-2900-gdf79404cd8, Yosys 0.63+post, stock flow scripts
make -C /OpenROAD-flow-scripts/flow DESIGN_CONFIG=/design/flow/config.mk WORK_HOME=/design/flow/orfs finish
```
==> job_summary.md <==
### Metrics collected by this job

| Metric | Value |
|---|---|
| Filler instances | roughly 620 |
| Maximum VDD drop | 0.151 mV |
| Critical Setup Path Class | primary input to output port |
| Post-Synthesis Cells | about 190 |
| GRT met1 Usage | 0.220 |
| DP Area | around 2300 sq um |
| Number of antenna violations at the first check in global routing | 0 |
| Worst Setup Start Kind | primary input |
| WL/cell | 12.6 microns |
| Max-slew violations | 0 |
| Initial DRC count | ~55 |
| Pre-Place Util | 0.319 |
| Reg2reg path depth | 5 |
| Main flop type | dfrtp_1 |
| Library cells used by synthesis | a little over 40 |
| Total Power | between 0.6 and 0.7 mW |
| CTS Hold Buffers Added | 0 |
| Cts bufs inserted | 5 |
| Final core occ | 0.385 |
| Yosys warns | 2 |
| Cell leakage power | 1.02 nW |
| Largest net degree at the start of global routing | 39 |
| Clk ins delay skew pair | between 200 and 300 ps |
| Floorplan core area | ~6100 sq um |
| Full die area | between 6000 and 7000 sq um |
| Met2 Use GR | 0.192 |
| Fin Clk Skew | 7.88 ps |
| HP Class | flip-flop to flip-flop |
| Gr usage total | 0.134 |
| Fmax | around 270 MHz |
| Setup TNS | 0 ps |
| Height of the die | roughly 82 microns |
| RD Place Congestion | 0.760 |
| Mapped Area | between 1500 and 2000 sq um |
| Period minus WS final | ~3700 ps |
| Post-synth area from yosys stat | about 1900 sq um |
| Vias per cell | just under 5 |
| Pwr Density | between 200 and 300 nW/um^2 |
| Non-Filler Instances | about 300 |
| Syn avg cell area | 10.2 sq um |
| Final Hold Violation Tally | 0 |
| Busiest layer in global routing | met1 |
| Actual slew at the worst max-slew pin | 636 ps |
| Ys cells | roughly 190 |
| Critical path's largest stage delay | about 460 ps |
| CTS max path bufs | 2 |
| Post-cts resize count | 0 |
| Chip width | about 82 microns |
| DR pass1 iterations | 4 |
| CP arrival | about 2900 ps |
| Placed cells | 287 |
| DPL Wire Length | 2640 microns |
| Worst path slowest cell | clkdlybuf4s50_1 |
| Number of global-route vias before repair | ~1400 |
| Setup bufs post-CTS | 0 |
| Share of cells above drive strength 1 | 0.114 |
| Max_cap viols | 0 |
| Worst Hold Path EP | uut0.current_b[7] |
| Synthesized flop and latch total | 38 |
| First-pass GRT wire length | just under 7000 microns |
| Highest-count logic cell in the final layout | dfrtp_1 |
| Post-layout period usage of the worst path | 0.847 |
| I/O pin count | 24 |
| Antenna diodes | 0 |
| Met3 GRT Util | 0.0268 |
| Flop-to-flop setup slack | between 2000 and 2500 ps |
| Number of port buffers | 23 |
| Worst hold path startpoint | uut0.current_b[7] |
| Top cells excl fill/tap | dfrtp_1 (37), nand2_1 (32), clkdlybuf4s50_1 (22), xnor2_1 (17), nand3_1 (15) |
| CTS root buf | clkbuf_8 |
| TritonCTS clock tree | built |
| CP Capture Type | output port |
| CP cell instances | clkdlybuf4s50_1 > xor2_1 > a221o_2 > nor4_4 > and2_1 > clkdlybuf4s50_1 |
| Final setup viols | 0 |
| RSZ-0062 raised after global routing | no |
| RR Startpoint | uut1.counter[4] |
| Post-synth ARST share | 1.00 |
| Cell area after layout | between 2000 and 2500 sq um |
| Critical path's most frequent cell | clkdlybuf4s50_1 |
| Post-DRT Antenna Nets | 0 |
| Status | completed |
| OpenROAD warnings | 25 |
| Count of library flops with an enable pin | 0 |
| CTS H-tree lvls | 2 |
| P&R area growth vs syn | 20.9% |
| Cell row count | 28 |
| Clk sinks | 38 |
| Relative slew slack | 0.575 |
| Post-synth seq share | 0.490 |
| Clock Pin Slew Worst Setup and Hold Paths | around 70 ps |
| Crit-path max FO | 5 |
| Congestion Overflow GR | 0 |
| Crit path required time | 3520 ps |
| Hold depth | 2 |
| Remaining DRCs | 0 |
| Total number of vias | approximately 1400 |
| Routed WL | approximately 3700 microns |
-- flip-flops by register name, indices dropped and copies added, names as in the netlist, named ones only --
signal,cells
uut0.current_state,4
uut1.counter,10
uut0.current_parity,8
uut0.current_n,3
uut0.current_s,4
uut0.current_b,8
-- per-layer routing --
layer	vias up	routed length [microns]
li1	721	-
met1	686	1940
met2	17	1630
met3	2	118
met4	0	34
met5	-	0
-- synthesized netlist by cell type (all sizes together), types with 2 or more instances --
| cell type | number | area [sq um] |
|---|---|---|
| ha | 4 | 50.1 |
| nand3 | 15 | 75.1 |
| or3 | 3 | 28.8 |
| nor4 | 3 | 48.8 |
| and2 | 2 | 12.5 |
| a22o | 3 | 26.3 |
| xnor2 | 17 | 149 |
| o21ai | 12 | 63.8 |
| and3 | 2 | 12.5 |
| clkbuf | 3 | 11.3 |
| nand2 | 33 | 126 |
| dfrtp | 37 | 926 |
| xor2 | 7 | 61.3 |
| nor2 | 12 | 45.0 |
| buf | 2 | 16.3 |
| a21o | 2 | 15.0 |
| inv | 9 | 33.8 |
| a22oi | 7 | 52.6 |
| nor3 | 3 | 36.3 |
-- metrics by stage --
step | hold slack (ps) | worst slack (ps)
global placement | 454 | 665
finish | 486 | 674
global route | 517 | 549
detailed placement | 470 | 642
CTS | 487 | 648
floorplan | 440 | 1570
-- critical path: cells and delay by family --
kind            cells  cell delay [ps]
simple gates        2              520
compound gates      1              400
xor+xnor            1              170
buf+inv             2              870
-- logic make-up (layout without fill, tap and decap cells) --
kind of cell    count (synthesis)  count (layout)  share of synthesized area
simple gates                   77              77                      0.215
flops                          38              38                      0.490
compound gates                 32              32                      0.118
xor+xnor                       24              24                      0.108
buf+inv                        14              43                     0.0315
fa+ha+maj                       4               4                     0.0258
mux                             2               2                     0.0109
-- worst max-delay path by stage --
stage               to           start  slack [ps]  depth (start not counted)
6_report  tx_done_tick  final_value[4]         670                          6
5_1_grt   tx_done_tick  final_value[4]         550                          6
4_1_cts   tx_done_tick  final_value[4]         650                          6
-- where the power goes --
group / internal, mW / switching [mW] / leakage, nW
sequential: 0.351 / 0.00347 / 0.514
clock: 0.126 / 0.122 / 0.0482
combinational: 0.0242 / 0.0215 / 0.461
-- cell type report --
| cell class | count | area, sq um | area share |
|---|---|---|---|
| clock inverters | 1 | 5.00 | 0.00213 |
| well taps | 75 | 93.8 | 0.0400 |
| flip-flops and latches | 38 | 952 | 0.405 |
| repair buffers | 26 | 248 | 0.105 |
| multi-input cells | 139 | 930 | 0.396 |
| inverters | 9 | 33.8 | 0.0144 |
| clock buffers | 7 | 86.3 | 0.0368 |
Power and IR drop assume default switching activity.
